[/design/flow/design.v]
module bin2bcd(clk, rst_n, bin, bcd);
	input clk,rst_n;
	input [15:0] bin;
	output reg [19:0] bcd;
	reg[15:0] regdata, regdata1;
	reg[3:0] w1,w2,w3,w4,w5;
	reg[1:0] state;
	reg[4:0] q;
	always @ (posedge clk or negedge rst_n)
		begin 
			if(!rst_n)
				begin
					state <= 0;
					bcd <= 0;
					regdata <= 0;
					regdata1 <= 0;
					w1 <= 0;
					w2 <= 0;
					w3 <= 0;
					w4 <= 0;
					w5 <= 0;
					q <= 0;
				end
			else
				case(state)
					0:
						begin
							regdata <= bin;
							regdata1 <= bin;
							state <= 1;
							w1 <= 0;
							w2 <= 0;
							w3 <= 0;
							w4 <= 0;
							w5 <= 0;
							q <= 0;
						end
					1:
						begin
							q <= q + 1;
							regdata <= (regdata << 1);
							w1 <= {w1[2:0],regdata[15]};
							w2 <= {w2[2:0],w1[3]};
							w3 <= {w3[2:0],w2[3]};
							w4 <= {w4[2:0],w3[3]};
							w5 <= {w5[2:0],w4[3]};
							if(q == 15)
								begin
									state <= 3;
								end
								else
									state <= 2;
						end
					2:
						begin
							state <= 1;
							if(w1 >= 5)
								w1 <= w1 + 3;
							else
								w1 <= w1;
							if(w2 >= 5)
								w2 <= w2 + 3;
							else
								w2 <= w2;
							if(w3 >= 5)
								w3 <= w3 + 3;
							else
								w3 <= w3;
							if(w4 >= 5)
								w4 <= w4 + 3;
							else
								w4 <= w4;
							if(w5 >= 5)
								w5 <= w5 + 3;
							else
								w5 <= w5;	
						end
					3:
						begin
							bcd <= {w5,w4,w3,w2,w1};
							if(regdata != bin)
								state <= 0;
							else
								state <= 3;
						end
					endcase
				end
	endmodule
[/design/flow/run.sh]
#!/bin/bash
# OpenROAD 26Q1-2900-gdf79404cd8, Yosys 0.63+post, stock flow scripts
make -C /OpenROAD-flow-scripts/flow DESIGN_CONFIG=/design/flow/config.mk WORK_HOME=/design/flow/orfs finish
[/design/flow/config.mk]
export PLATFORM = sky130hd
export DESIGN_NAME = bin2bcd
export DESIGN_NICKNAME = bin2bcd
export VERILOG_FILES = /design/flow/design.v
export SDC_FILE = /design/flow/constraint.sdc
export NUM_CORES = 4
export LEC_CHECK = 1
export CORE_UTILIZATION = 40
[/design/flow/constraint.sdc]
current_design bin2bcd

set clk_period 3.5
set clk_io_pct 0.2

create_clock -name clk0 -period $clk_period [get_ports {clk}]

set non_clock_inputs [all_inputs -no_clocks]
set_input_delay [expr $clk_period * $clk_io_pct] -clock clk0 $non_clock_inputs
set_output_delay [expr $clk_period * $clk_io_pct] -clock clk0 [all_outputs]
==> Slide: Implementation Results <==
Run Summary

Timing
  – Setup TNS: 0 ns
  – Max-slew headroom: 51.4%
  – Fin crit share: 55.8%
  – Fin crit period: 1.95 ns
  – Fmax: 512 MHz
  – Hold Fails Final Rpt: 0
  – RSZ-0062 raised after global routing: false
  – Final WS setup: 1.55 ns
  – Slew Limit Fails: 0
  – Slew @ Worst Pin: 0.728 ns
  – Setup Skew: 0.00570 ns
  – Setup violators final: 0

Yosys
  – Distinct lib cells: 43
  – Post-Syn Area: 0.00330 sq mm
  – Yosys Chip Area: 0.00330 sq mm
  – Yosys reg bits: 65
  – Synthesized netlist cell count: 308
  – Mux share: 14.9%
  – Cell area leaders: dfrtp_1 48%, mux2_2 6.8%, mux2i_1 6.4%
  – Ys cells: 308
  – Asr flop ratio synth: 100%
  – Number of synthesis warnings: 1
  – Xor/xnor share: 5.30%
  – Post-synthesis area per instance: 10.7 sq um
  – Seq share, synth: 49.3%
  – Post-synth EDFFs: 0
  – Yosys top cell by area: dfrtp_1
  – Post-synth top cells: 64 x dfrtp_1, 33 x o21ai_0, 28 x nand2_1, 21 x mux2i_1, 20 x mux2_2
  – Main logic family: multiplexers
  – Simple-gate portion of the synthesized area: 8.30%
  – Ao+oa area frac: 13.6%
  – Synth top area share: 48.5%
  – Top-count cell post-synth: dfrtp_1
  – Synth Flop Type: dfrtp_1
  – Adder share: 4.55%

Pwr
  – PD cells: 813 mW/mm^2
  – Max IR drop VDD: 0.327 mV
  – LEAKAGE: 1.78 nW

Place
  – Routability Congestion: 0.813
  – Detail Placement HPWL: 4120 um
  – Post-Place Worst Slack: 1.46 ns
  – Port Buf Inserts: 37

Layout
  – FF/Latch Area: 0.00163 sq mm
  – Comb area: 0.00155 sq mm
  – Fillers: 730
  – Layout cell share with drive strength beyond 1: 13.4%
  – Area Growth Syn to Fin: 19.7%

Clock tree
  – Post-CTS Setup Repair Bufs: 0
  – CTS Sinks: 65
  – Clock buffer depth: 2
  – H-Tree Depth: 3
  – CTS tree: done
  – Root buf cell: clkbuf_8
  – Clock Latency Late Sink: 0.34 ns
  – CTS Hold Bufs: 0
  – CTS resizes: 0
  – Worst-path clk slew: 0.07 ns
  – CTS Buf Count: 9

Drt
  – Ant. Diodes: 0
  – Vias: 2380
  – Drt pass-1 iters: 4
  – Drt first-iter violations: 123
  – Final WL: 6410 um
  – Via density: 5.24
  – DR WL/cell: 14.1 um
  – ANT nets after route: 0
  – Residual DRC: 0

Floorplanning
  – Initial Util: 42.1%
  – Die width: 92.9 um
  – Row Count: 32
  – Total I/O pin count: 38
  – Core ar.: 0.00785 sq mm
  – Die height: 92.9 um
  – Die Size: 0.00863 sq mm

Job
  – Total of max-cap violations: 0
  – Count of tool warnings: 30

GRT
  – First-pass GRT wire length: 11200 um
  – Total track usage: 16.7%
  – Vias in the first global route: 2358
  – Initial antenna violation count: 0
  – Grt ovf: 0
  – Pin count of the biggest net entering global routing: 35

Setup path
  – Critical-path maximum fanout: 20
  – Critical Path AT: 2.18 ns
  – R2R Setup Slk: 1.55 ns
  – Crit Path Category: register to register
  – Critical Path End Type: register
  – Setup crit start kind: register
  – Reg2reg start: state[0]$_DFF_PN1_
  – Worst r2r path cells: 4
  – R2R Path End: w4[1]$_DFFE_PN0P_
  – CP Data Required Time: 3.73 ns

Worst hold path
  – Hold Crit Class: primary input to async pin

Run status
  – Outcome: finished clean
-- stage by stage --
stage                     hold WS [ns]  util [%]  instances  power, mW  cell area [sq um]
after global routing             0.466      50.4        454       3.50               3950
after CTS                        0.438      50.4        454       3.26               3950
after global placement           0.489      48.2        438       2.64               3780
after detailed placement         0.496      48.2        438       2.66               3780
after floorplan                  0.404         -        308       2.21               3300
final                            0.410      50.4        454       3.21               3950
-- layout by cell type (no fill, tap or decap), types with 6 or more instances in the layout --
cell type	Yosys	routed
dfrtp_1	64	64
clkdlybuf4s50_1	0	36
o21ai_0	33	33
nand2_1	28	28
mux2i_1	21	21
mux2_2	20	20
xor2_1	19	19
inv_1	18	18
ha_1	12	12
nor2_1	11	11
clkbuf_8	0	11
o22ai_1	6	6
-- where the power goes --
part	internal, mW	switching [mW]	leakage [nW]
registers	1.04	0.308	0.853
logic	0.681	0.612	0.831
clock network	0.293	0.280	0.0932
-- per-layer routing --
metal	part of all wire [%]	routed length, um	global-route usage [%]
met1	49	3110	25.7
met2	46	2960	26.3
met3	3.6	229	3.01
met4	1.6	100	2.18
met5	0	0	0
-- flip-flops by register name, indices dropped and copies added, names as in the netlist --
name     cells
bcd         20
regdata     16
q            5
state        4
w1           4
w2           4
w3           4
w4           4
w5           4
-- how the worst max path moves through the flow --
stage                   from                end  slack [ns]  cells after the start
6_report  state[0]$_DFF_PN1_  w4[1]$_DFFE_PN0P_        1.55                      4
5_1_grt   state[1]$_DFF_PN0_  w2[2]$_DFFE_PN0P_        1.41                      4
4_1_cts   state[0]$_DFF_PN1_  w4[1]$_DFFE_PN0P_        1.55                      4
-- kinds of logic (layout without fill, tap and decap cells) --
group	count (synthesis)	after routing
flops	65	65
xor+xnor	20	20
compound gates	71	71
simple gates	60	60
buf+inv	34	78
mux	46	46
fa+ha+maj	12	12
-- worst max-delay path, cell delays in order, from the launching register on --
cell	delay, ns
dfstp_2	0.90
nor3_2	0.06
buf_4	0.23
nor2_1	0.29
mux2_1	0.35
-- cell type report --
class,count,area share [%]
well taps,102,3.23
inverters,20,1.90
clock buffers,13,4.02
multi-input cells,209,39.1
repair buffers,42,10.2
clock inverters,3,0.380
flip-flops and latches,65,41.2
Power figures rest on the tool's default switching activity, not on a simulated workload.
