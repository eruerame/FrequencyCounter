==> ./config.mk <==
export PLATFORM = sky130hd
export DESIGN_NAME = FreqCounter
export DESIGN_NICKNAME = FreqCounter
export VERILOG_FILES = /design/flow/design.v
export SDC_FILE = /design/flow/constraint.sdc
export NUM_CORES = 4
export LEC_CHECK = 1
export CORE_UTILIZATION = 40
==> ./constraint.sdc <==
current_design FreqCounter

set clk_period 12.4
set clk_io_pct 0.2

create_clock -name clk0 -period $clk_period [get_ports {clk}]

set non_clock_inputs [all_inputs -no_clocks]
set_input_delay [expr $clk_period * $clk_io_pct] -clock clk0 $non_clock_inputs
set_output_delay [expr $clk_period * $clk_io_pct] -clock clk0 [all_outputs]
==> ./design.v <==
`timescale 1ns / 1ps
module FreqCounter(
	 input clk,
	 input signal,
	 output [15:0] freq
    );
parameter countTo = 55000000;  
reg [15:0] freq_count;
reg [15:0] freq_out;
reg [15:0] freqHold0;
reg [15:0] freqHold1;
reg [15:0] freqHold2;
reg [15:0] freqHold3;
reg [15:0] freqHold4;
reg [15:0] freqHold5;
reg [15:0] freqHold6;
reg [15:0] freqHold7;
reg [15:0] freqHold8;
reg [15:0] freqHold9;
reg [15:0] freqHold10;
reg [15:0] freqHold11;
reg [15:0] freqHold12;
reg [15:0] freqHold13;
reg [15:0] freqHold14;
reg [15:0] freqHold15;
reg [25:0] count;
reg old_sig;
reg [4:0] debounce_sig;
reg [2:0] avClk;
reg [18:0] freqTemp;
initial begin
	count = 26'b0;
	old_sig = 1'b0;
	freq_out = 16'b0;
	freq_count = 16'b0;
	avClk = 3'b0;
	freqTemp = 19'b0;
	freqHold0 = 16'b0;
	freqHold1 = 16'b0;
	freqHold2 = 16'b0;
	freqHold3 = 16'b0;
	freqHold4 = 16'b0;
	freqHold5 = 16'b0;
	freqHold6 = 16'b0;
	freqHold7 = 16'b0;
	freqHold8 = 16'b0;
	freqHold9 = 16'b0;
	freqHold10 = 16'b0;
	freqHold11 = 16'b0;
	freqHold12 = 16'b0;
	freqHold13 = 16'b0;
	freqHold14 = 16'b0;
	freqHold15 = 16'b0;
end
always @(posedge clk) begin
	count = count + 1;
	debounce_sig[0] = signal;
	debounce_sig = debounce_sig << 1;
	if ((&debounce_sig) | (~&debounce_sig))begin
		if (signal != old_sig) begin
			freq_count = freq_count +1;
		end
	end
	if (count >= (countTo >> 4)) begin
		freq_out = freq_count << 3; 
		count = 0;
		freq_count = 0;
		avClk = avClk + 1;
	end
	case (avClk)
		0 : freqHold0 = freq_out;
		1 : freqHold1 = freq_out;
		2 : freqHold2 = freq_out;
		3 : freqHold3 = freq_out;
		4 : freqHold4 = freq_out;
		5 : freqHold5 = freq_out;
		6 : freqHold6 = freq_out;
		7 : begin
				freqHold7 = freq_out;
				freqTemp = freqHold0 + freqHold1 + freqHold2 + freqHold3 +freqHold4 + freqHold5 + freqHold6 + freqHold7+freqHold8 + freqHold9 + freqHold10 + freqHold11 +freqHold12 + freqHold13 + freqHold14 + freqHold15;
			 end
		default :;
	endcase
	old_sig = signal;
	freqHold8 = freqHold0;
	freqHold9 = freqHold1;
	freqHold10 = freqHold2;
	freqHold11 = freqHold3;
	freqHold12 = freqHold4;
	freqHold13 = freqHold5;
	freqHold14 = freqHold6;
	freqHold15 = freqHold7;
end
	assign freq =  freqTemp >> 4;
endmodule
==> ./run.sh <==
#!/bin/bash
# OpenROAD 26Q1-2900-gdf79404cd8, Yosys 0.63+post, stock flow scripts
make -C /OpenROAD-flow-scripts/flow DESIGN_CONFIG=/design/flow/config.mk WORK_HOME=/design/flow/orfs finish
==> metrics.cfg <==
[sta]
worst_pin_slew_ns = 0.740
hold_viol = 0
maxSlewHeadroom_pct = 49.2
setup_tns_ns = 0
setup_viol = 0
layout_min_cycle_time_ns = 8.27
finClkSkew_ns = 0.00581
drv_slew = 0
post-route-period-util_pct = 66.7
fin_hold_ws_ns = 0.507
grt_setup_unrepaired = false
final.setup.worst_slack_ns = 4.13
max_freq_mhz = 121

[clock_network]
ctsResizeCount = 0
clk_path_buf_depth = 3
cts_sinks = 202
clk_pin_slew_ns = 0.06
clk_latency_ns = 0.49
cts_hold_buf = 0
postCtsSetupRepairBufs = 0
clock-root-buffer = clkbuf_16
htreeDepth = 1
cts_tree = built
cts_buffers = 23

[flow_run]
warnings = 27
max-cap-violations = 0

[worst_setup_path]
cp.required_ns = 12.64
r2r_start = count[0]
crit_top_cell = fa_1
path_class = input port to flop
cp-end-kind = flop
worstPathArrival_ns = 8.51
r2r_slack_ns = 4.64
crit_family = adder cells
slowest_delay_ns = 0.59
r2r-end = freqTemp[18]
crit_chain = clkdlybuf4s50_1 > xor2_1 > nand4_1 > xnor2_1 > mux2_2 > fa_1 > inv_1 > fa_1 > fa_1 > fa_1 > inv_1 > ha_1 > a2111o_1 > o21ai_0 > o21a_1 > a21oi_1 > a311oi_1 > xnor2_1
r2r_cells = 22
critPathLaunchType = input port
crit_cells = 18
crit_fanout = 10
crit_slowest_cell = o21ai_0
path_buffers = 3

[layout]
final_cell_mix = edfxtp_1 (143), inv_1 (124), fa_1 (110), dfxtp_1 (59), nor2_1 (43)
final_cell_area_um2 = 11800
fin_cells = 1134
fill_cells = 2202
fin_util_pct = 46.5
layout_top_cell = edfxtp_1
drive_gt1_share_pct = 9.20
area_growth_pct = 12.8

[yosys]
synth.avg_cell_area_um2 = 13.8
ys_seq_share_pct = 52.3
synthCells = 757
ys_ff = 202
async_reset_ff_share_pct = 0
synth_cell_type_count = 64
synth-cells-yosys = 757
edf_count = 143
yosys_warnings = 1
synthFlopType = edfxtp_1
synthesis.area_um2 = 10500
ys_area_um2 = 10500

[grt]
antenna_found_initial = 0
grt_pass1_vias = 5812
grt_usage_pct = 15.3
grt_pass1_wl_mm = 29.5
grt_max_degree = 38
grt-ovfl-total = 0

[drt]
via_per_inst = 4.73
drc_errors = 0
vias = 5362
wl_per_cell_um = 15.3
drt_iter0_markers = 322
diodes = 0
wl_mm = 17.3
firstDrtPassIters = 6
antenna_left = 0

[worst_hold_path]
min_delay_path_depth = 1
min-delay-start = count[0]
holdPathEnd = count[0]
hold_path_class = flop to flop

[place]
io_buffers = 16
dp_hpwl_mm = 11.7
place_inst = 1093
dpl_cell_area_um2 = 11000
dp_slack_ns = 3.56
place.gp.congestion = 0.795

[floorplan]
fp.coreArea_um2 = 25400
die_h_um = 164
std_cell_rows = 58
fp-utilization_pct = 41.2
num_io_pins = 18
die_area_um2 = 26800
die-width_um = 164

[outcome]
outcome = finished clean

-- flip-flops by register name, indices dropped and copies added, names as in the netlist --
name	flops
freqHold7	16
freqHold6	16
freqHold8	16
count	26
freq_out	16
freqHold3	16
freqHold10	16
freqTemp	15
freqHold4	16
freqHold9	16
old_sig	1
freq_count	13
freqHold5	16
avClk	3
-- layout make-up --
type | count | area [um2] | share of cell area [%]
Clock buffer | 29 | 629 | 5.33
Clock inverter | 12 | 169 | 1.43
Inverter | 124 | 465 | 3.94
Multi-Input combinational cell | 414 | 4440 | 37.6
Sequential cell | 202 | 5480 | 46.4
Tap cell | 330 | 413 | 3.50
Timing Repair Buffer | 23 | 213 | 1.80
-- routing by layer --
layer / global-route usage [%] / wire [um] / up-vias
li1: - / - / 2586
met1: 23.3 / 7520 / 2572
met2: 22.0 / 7580 / 179
met3: 7.24 / 1860 / 25
met4: 2.48 / 364 / 0
met5: 0 / 0 / -
-- worst max-delay path by stage --
stage | from | end | slack (ns)
finish | signal | freqTemp[18] | 4.13
global route | signal | freqTemp[18] | 3.83
CTS | signal | freqTemp[18] | 4.06
-- synthesized netlist by cell type (7+ instances only) --
library cell	instances	area, um2
edfxtp_1	143	4290
inv_1	124	465
fa_1	110	2200
dfxtp_1	59	1180
nor2_1	43	161
xnor2_1	34	298
nand2_1	21	78.8
nand3_1	19	95.1
ha_1	18	225
and2_1	17	106
xor2_1	17	149
nand4_1	12	75.1
a21oi_1	10	50.1
mux2_2	10	113
mux2i_1	10	100
nor3_1	9	45.0
clkbuf_1	7	26.3
-- kinds of logic after synthesis --
family          synth area share (%)
mux                             2.75
flops                           52.3
xor+xnor                        4.27
simple gates                    8.36
compound gates                  3.37
fa+ha+maj                       23.2
other cells                   0.0358
buf+inv                         5.68
